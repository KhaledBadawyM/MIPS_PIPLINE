--- ./run.sh ---
#!/bin/bash
# OpenROAD 26Q1-2900-gdf79404cd8, Yosys 0.63+post, stock flow scripts
make -C /OpenROAD-flow-scripts/flow DESIGN_CONFIG=/design/flow/config.mk WORK_HOME=/design/flow/orfs finish
--- ./config.mk ---
export PLATFORM = sky130hd
export DESIGN_NAME = mux2
export DESIGN_NICKNAME = mux2
export VERILOG_FILES = /design/flow/design.v
export SDC_FILE = /design/flow/constraint.sdc
export NUM_CORES = 4
export LEC_CHECK = 1
export CORE_AREA = 10 10 70 70
export DIE_AREA = 0 0 80 80
--- ./constraint.sdc ---
current_design mux2

set clk_period 1.0
set clk_io_pct 0.2

create_clock -name clk0 -period $clk_period

set non_clock_inputs [all_inputs -no_clocks]
set_input_delay [expr $clk_period * $clk_io_pct] -clock clk0 $non_clock_inputs
set_output_delay [expr $clk_period * $clk_io_pct] -clock clk0 [all_outputs]
--- ./design.v ---
module mux2( sel, a, b, y );
parameter bitwidth=32;
input sel;
input [bitwidth-1:0] a, b;
output [bitwidth-1:0] y;
assign y = sel ? b : a;
endmodule
==> results.toml <==
# flow metrics
[place]
dpl.cell_count = 177
place_area_mm2 = 0.00154
place_ws_ns = -0.496
gp_congestion = 0.760
hpwl_um = 2410
io_buffer_count = 97

[cells_and_area]
flop_area_um2 = 0
nFillCells = 335
drive_gt1_share_pct = 52.6
finish.instance_area_mm2 = 0.00157
syn_to_final_growth_pct = 188
clkbuf_count = 0
ff_count = 0
stdcell_count = 181

[floorplan]
initial_utilization_pct = 15.9
die_area_mm2 = 0.00640
row_count = 21
die_h_um = 80
io_pins = 97
fp.coreArea_mm2 = 0.00342
die_x_um = 80

[final_timing]
slew_headroom_pct = 93.4
slew_viol_final = 0
setup-violations-final = 32
hold_violations = 0
layout_min_cycle_time_ns = 1.10
rsz0062_at_grt = "true"
min_period_over_period_pct = 110
worst_slack_ns = -0.101
fmax_ghz = 0.908
worst_pin_slew_ns = 0.0992

[critical_path]
critPathArrivalTime_ns = 0.90
crit_path_top_delay_cell = "mux2_4"
crit_required_ns = 0.80
path_cells = "buf_16, clkbuf_16, mux2_4, buf_6"
critPathKind = "in2out"
cp_slowest_stage_delay_ns = 0.30
crit_path_start_kind = "input pin"
end_kind = "output port"
worst-path-max-fanout = 6

[clock_tree]
cts_setup_buffers = 0
cts_hold_buf = 0

[synth]
yosys_area_um2 = 544
synth_cells = 36
ys_seq_share_pct = 0
ys_types = 4
yosys_warnings = 0
yosys_cells = 36
syn_area_um2 = 544
avgSynthCellArea_um2 = 15.1

[route]
ant_nets = 0
routed_wl_um = 2920
firstDrtPassIters = 2
detail_route.iter0.violations = 3
wl_per_cell_um = 16.1
vias_per_cell = 3.98
insertedDiodeCount = 0
drcViolationCount = 0
vias = 720

[power_and_ir_drop]
p_per_area_mw_per_mm2 = 394
p_total_mw = 0.616
leakage_nw = 0.852
ir_drop_mv = 0.185

[run_status]
violations = "setup timing"
outcome = "finished with violations"

[worst_hold_path]
hold_class = "in2out"

[global_routing]
grt_pass1_vias = 811
use_met3_pct = 2.50
antenna_found_initial = 0
grt_max_degree = 10
grt.busiest_layer = "met2"
grt_pass1_wl_um = 4310
grtUsageMet2_pct = 13.9
use_met1_pct = 10.5
track_usage_pct = 8.29
overflow = 0

[job]
maxCapViolations = 0
openroad.warnings = 34
[where the power goes]
part / switching (mW) / internal, mW / total (mW)
logic: 0.138 / 0.478 / 0.616
registers: 0 / 0 / 0
clock network: 0 / 0 / 0
total: 0.138 / 0.478 / 0.616
[worst max-delay path, delay by kind of cell]
kind / cells / cell delay [ns]
muxes: 1 / 0.30
buffers and inverters: 3 / 0.40
[placed cells by master, fill, tap and decap left out]
cell type,netlist,routed
dlygate4sd2_1,0,64
mux2_4,30,32
buf_6,1,21
buf_2,0,11
buf_16,0,4
buf_12,3,2
clkbuf_16,0,1
[final timing paths]
kind	from	to	cells past startpoint
max	sel	y[26]	4
min	a[25]	y[25]	3
[per-layer routing]
metal  wire, µm  up-vias  share of wire, %
met5          0        -                 0
met4         21        0              0.72
met3        278        2               9.5
met2       1430       53                49
met1       1190      323                41
li1           -      342                 -
[layout make-up]
class	count	area (µm²)	area share, %
Multi-Input combinational cell	32	480	30.7
Tap cell	46	57.6	3.68
Timing Repair Buffer	103	1030	65.6
[what timing repair did]
action / in CTS / in global routing
setup endpoints to repair: 32 / 32
resized: 186 / 6
cloned: 3 / 1
[kinds of logic after synthesis]
family                 Yosys count  synth area share [%]
buffers and inverters            4                  13.1
muxes                           32                  86.9
[per-stage QoR]
step | util, % | hold WS (ns) | TNS, ns
6_report | 45.8 | 0.794 | -2.64
5_1_grt | 45.8 | 0.807 | -3.26
4_1_cts | 44.0 | 0.800 | -2.59
3_5_place_dp | 45.0 | 1.33 | -15.30
3_3_place_gp | 45.0 | 1.33 | -15.26
2_1_floorplan | - | 0.498 | 0
[synth_stat cells]
cell / n / share of area (%)
buf_12: 3 / 11
buf_6: 1 / 2.1
mux2_2: 2 / 4.1
mux2_4: 30 / 83
Power is estimated from default activity; no workload was simulated.
