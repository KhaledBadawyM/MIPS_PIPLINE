## flow/config.mk

```make
export PLATFORM = sky130hd
export DESIGN_NAME = alu
export DESIGN_NICKNAME = alu
export VERILOG_FILES = /design/flow/design.v
export SDC_FILE = /design/flow/constraint.sdc
export NUM_CORES = 4
export LEC_CHECK = 1
export CORE_UTILIZATION = 50
```

## flow/constraint.sdc

```tcl
current_design alu

set clk_period 15.6
set clk_io_pct 0.2

create_clock -name clk0 -period $clk_period

set non_clock_inputs [all_inputs -no_clocks]
set_input_delay [expr $clk_period * $clk_io_pct] -clock clk0 $non_clock_inputs
set_output_delay [expr $clk_period * $clk_io_pct] -clock clk0 [all_outputs]
```

## flow/design.v

```verilog
module alu(ctl, a, b, result, zero);
input [2:0] ctl;
input [31:0] a, b;
output [31:0] result;
output zero;
reg [31:0] result;
reg zero;
always @(a or b or ctl)
begin
case (ctl)
3'b000 : result = a & b;  
3'b001 : result = a | b;  
3'b010 : result = a + b;  
3'b110 : result = a - b;  
3'b111 : if (a < b) result = 32'd1; 
else result = 32'd0;  
default : result = 32'hxxxxxxxx;
endcase
if (result == 32'd0) zero = 1;
else zero = 0;
end
endmodule
```

## flow/run.sh

```bash
#!/bin/bash
# OpenROAD 26Q1-2900-gdf79404cd8, Yosys 0.63+post, stock flow scripts
make -C /OpenROAD-flow-scripts/flow DESIGN_CONFIG=/design/flow/config.mk WORK_HOME=/design/flow/orfs finish
```

==> flow_summary.toml <==
# implementation run metrics
[route]
topRoutingLayerUsed = "met4"
drtIter0Drc = 451
via_per_inst = 6.30
diodes = 0
detail-route-antenna-nets = 0
met3_length_um = 1880
drt-wirelength-per-cell_um = 19.4
drc = 0
wl_met1_um = 8440
wl_met2_um = 8760
wl_um = 20000
dr.pass1.iters = 5
route.vias.total = 6500

[global_route]
antenna_found_initial = 0
grt_pass1_wl_um = 31800
grt.overflow.total = 0
grt_usage_pct = 36.0
grt_max_degree = 58
grt_pass1_vias = 6080

[sta]
worstMarginPinSlew_ns = 0.931
fin_setup_tns_ns = 0
min_period_over_period_pct = 73.6
setup-violations-final = 0
fin_crit_ns = 11.47
grt_setup_unrepaired = "false"
whs_ns = 7.28
finalMaxSlewViolations = 0
maxSlewHeadroom_pct = 37.7
hold_viol = 0
max_freq_mhz = 87.1

[critical_path]
crit_fanout = 21
worst_ep_required_time_ns = 12.48
end_kind = "output pin"
worstSetupStartpointType = "input port"
criticalPathCategory = "in -> out"
worstPathArrival_ns = 8.35

[power_and_ir_drop]
total_power_w = 0.000249
p_leak_nw = 2.80
ir_worst_vdd_v = 0.0000206
p_per_area_nw_per_um2 = 38.6

[place]
portBuffers = 100
hpwl_um = 15500
globalplace.congestion = 1.04

[finish]
layout-drive-gt1-share_pct = 2.91
fill_cells = 984
clock_buffers = 0
area_growth_pct = 18.8
final_core_util_pct = 61.9
combGateArea_sq_um = 4860
regArea_sq_um = 0
seq_cells = 0

[synthesis]
ys_area_sq_um = 5430
synth_cell_types = 73
top_cell_area_share_pct = 24.2
synth.most_common_cell = "ha_1"
common_cells = "105 x ha_1, 94 x inv_1, 88 x a21oi_1, 85 x nor2_1, 52 x nand2_1"
yosys-top-cells-area = "ha_1 24%, a21oi_1 8.1%, inv_1 6.5%, nor2_1 5.9%, xnor2_1 5.3%"
synth_cells = 838
synth_area_sq_um = 5430
yosysTopAreaCell = "ha_1"
yosysWarnings = 1
syn_area_per_cell_sq_um = 6.48
ys_seq_share_pct = 0
ys_cells = 838

[die]
num_io_pins = 100
fp.coreArea_sq_um = 10400
die_h_um = 106
die_area_sq_um = 11300
die_x_um = 106
num_rows = 37
fp_util_pct = 52.1

[clocking]
post-cts-setup-buffers = 0
post_cts_resized = 0
hold_buffers = 0

[worst_hold_path]
hp-class = "in -> out"

[run]
cap_violations = 0
warnings = 106

[run_status]
status = "complete, no violations"
[metrics by stage]
| stage | cell area, sq um | setup slack (ns) | instances |
|---|---|---|---|
| after floorplan | 5430 | 6.19 | 838 |
| after global placement | 6450 | 4.36 | 1031 |
| after detailed placement | 6450 | 4.36 | 1031 |
| after CTS | 6450 | 4.36 | 1031 |
| after global routing | 6450 | 4.14 | 1031 |
| final | 6450 | 4.13 | 1031 |
[per-layer routing]
metal / up-vias / GRT usage, %
li1: 3129 / -
met1: 2927 / 48.7
met2: 377 / 57.1
met3: 67 / 5.50
met4: 0 / 14.4
met5: - / 0
[final cells by class]
type / count / area share (%)
Multi-Input combinational cell: 690 / 75.3
Timing Repair Buffer: 108 / 16.4
Inverter: 97 / 5.65
Tap cell: 136 / 2.64
[layout by cell type, fill, tap and decap left out, drive strengths merged, types with 4 or more instances in the layout]
| master | synthesis | layout |
|---|---|---|
| a211oi | 11 | 11 |
| a21o | 5 | 5 |
| a21oi | 89 | 89 |
| a221oi | 6 | 6 |
| a22oi | 10 | 10 |
| a311oi | 4 | 4 |
| a31oi | 18 | 18 |
| and3 | 7 | 7 |
| buf | 13 | 9 |
| clkdlybuf4s50 | 0 | 99 |
| ha | 105 | 105 |
| inv | 95 | 95 |
| mux2i | 4 | 4 |
| nand2 | 52 | 52 |
| nand2b | 7 | 7 |
| nand3 | 20 | 20 |
| nand4 | 11 | 11 |
| nor2 | 85 | 85 |
| nor2b | 9 | 9 |
| nor3 | 22 | 22 |
| nor3b | 4 | 4 |
| nor4 | 13 | 13 |
| o211ai | 10 | 10 |
| o21ai | 51 | 51 |
| o21bai | 14 | 14 |
| o221ai | 11 | 11 |
| o22ai | 10 | 10 |
| o31a | 6 | 6 |
| o31ai | 20 | 20 |
| or2 | 4 | 4 |
| or3 | 5 | 5 |
| xnor2 | 33 | 33 |
| xor2 | 4 | 4 |
[worst paths after layout]
kind | start | end | cells after the start
setup / recovery | ctl[0] | zero | 14
hold / removal | ctl[1] | result[1] | 5
[critical path, cell delays in order]
cell and delay, ns:
clkdlybuf4s50_1 0.42, buf_4 0.23, inv_1 0.60, nand2_1 0.69, nor3_1 0.32, or3_1 0.13
o21ai_1 0.08, or4_1 0.55, nor4_1 0.34, nand3_1 0.24, nor4_1 0.56, nor4bb_1 0.39
and4bb_1 0.23, clkdlybuf4s50_1 0.46
[report_power, final]
part / switching [W] / total [W] / leakage [nW] / internal (W)
clock: 0 / 0 / 0 / 0
combinational: 0.000143 / 0.000249 / 2.80 / 0.000106
sequential: 0 / 0 / 0 / 0
[cell families (layout without fill, tap and decap cells)]
kind of cell / Yosys count / count (layout) / synth area share [%]
adders and majority gates: 107 / 107 / 24.9
buffers and inverters: 148 / 205 / 10.6
and+or+nand+nor: 248 / 248 / 21.9
AOI/OAI and AO/OA: 293 / 293 / 35.7
xor gates and xnor gates: 37 / 37 / 5.97
muxes: 5 / 5 / 0.945
Power figures rest on the tool's default switching activity, not on a simulated workload.
